$ cat flow/design.v
module key(rst,clk,key,led,count);
	localparam
		STATE0 = 3'b001,
		STATE1 = 3'b010,
		STATE2 = 3'b011,
		STATE3 = 3'b100;
	input rst;
	input clk;
	input key;
	output reg led=0;
	reg [2:0] state = STATE0;  
	output reg [9:0] count=0;  
	reg k_s1;
	reg k_s2;	
	reg m_posedge;
	always@(posedge clk)
	if(!rst)begin
		k_s1 = 0;
		k_s2 = 0;
	end
	else begin
		k_s1 <= key;
		k_s2 <= k_s1;
	end
	assign m_negedge = !k_s1 & k_s2;  
	always@(posedge clk)
	begin
		if(!rst)begin  
			state = STATE0;
			count = 0;
		end
		case(state)
			STATE0:
				if(m_negedge)  
					state=STATE1;
			STATE1:
				begin
					count = count+1;  
					if(count>=10)	 
						begin
							count = 0;
							state = STATE2;
						end
				end
			STATE2:
				if(key==0)
					state=STATE3;
				else state=STATE0;
			STATE3:
				begin
					led = ~led;
					state = STATE0;
				end
		endcase
	end
endmodule
$ cat flow/run.sh
#!/bin/bash
# OpenROAD 26Q1-2900-gdf79404cd8, Yosys 0.63+post, stock flow scripts
make -C /OpenROAD-flow-scripts/flow DESIGN_CONFIG=/design/flow/config.mk WORK_HOME=/design/flow/orfs finish
$ cat flow/constraint.sdc
current_design key

set clk_period 3.1
set clk_io_pct 0.2

create_clock -name clk0 -period $clk_period [get_ports {clk}]

set non_clock_inputs [all_inputs -no_clocks]
set_input_delay [expr $clk_period * $clk_io_pct] -clock clk0 $non_clock_inputs
set_output_delay [expr $clk_period * $clk_io_pct] -clock clk0 [all_outputs]
$ cat flow/config.mk
export PLATFORM = sky130hd
export DESIGN_NAME = key
export DESIGN_NICKNAME = key
export VERILOG_FILES = /design/flow/design.v
export SDC_FILE = /design/flow/constraint.sdc
export NUM_CORES = 4
export LEC_CHECK = 1
export CORE_AREA = 10 10 73 73
export DIE_AREA = 0 0 83 83
==> impl_results.html <==
<p>Metrics extracted from the flow reports.</p>
<table>
<tr><th>Metric</th><th>Value</th></tr>
<tr><th colspan="2">Floorplan</th></tr>
<tr><td>Die Ht</td><td>83 um</td></tr>
<tr><td>Horizontal extent of the die</td><td>83 um</td></tr>
<tr><td>Std cell rows</td><td>22</td></tr>
<tr><td>Total die size</td><td>6890 um2</td></tr>
<tr><td>CORE AREA</td><td>3740 um2</td></tr>
<tr><td>Init Core Util</td><td>22.0%</td></tr>
<tr><td>Count of boundary I/O pins</td><td>14</td></tr>
<tr><th colspan="2">Final layout</th></tr>
<tr><td>Filler Cells Inserted</td><td>405</td></tr>
<tr><td>Logic cell area</td><td>448 um2</td></tr>
<tr><td>Fraction of final layout cells with drive strength greater than 1</td><td>8.85%</td></tr>
<tr><td>Area Overhead vs Synth</td><td>29.3%</td></tr>
<tr><td>Register area</td><td>330 um2</td></tr>
<tr><td>Layout Cell Area excl Fill</td><td>1060 um2</td></tr>
<tr><td>Number of standard cells in the layout, taps in and fillers out</td><td>161</td></tr>
<tr><th colspan="2">Pwr</th></tr>
<tr><td>Power share of the clock group</td><td>43.6%</td></tr>
<tr><td>Sw frac</td><td>20.5%</td></tr>
<tr><td>Leakage component of the power</td><td>0.415 nW</td></tr>
<tr><td>Sum of internal, switching and leakage power</td><td>421 uW</td></tr>
<tr><td>Worst vdd ir</td><td>0.000164 V</td></tr>
<tr><td>Switching component of the power</td><td>86.4 uW</td></tr>
<tr><td>Int Power</td><td>334 uW</td></tr>
<tr><td>Sequential fraction of design power</td><td>51.4%</td></tr>
<tr><td>Total power density per cell area</td><td>395 nW/um2</td></tr>
<tr><td>Part of the power in combinational logic</td><td>5.0%</td></tr>
<tr><th colspan="2">Clock tree</th></tr>
<tr><td>H-tree level count</td><td>1</td></tr>
<tr><td>Clock tree root buffer cell</td><td>clkbuf_8</td></tr>
<tr><td>Sinks on Clock Net</td><td>16</td></tr>
<tr><td>Number of buffers added by the clock tree synthesis step</td><td>3</td></tr>
<tr><td>Cts hold-fix bufs</td><td>0</td></tr>
<tr><td>CTS max path bufs</td><td>2</td></tr>
<tr><td># Post-CTS Setup Buffers</td><td>0</td></tr>
<tr><td>Clock-pin slew reported for the worst setup and hold paths after clock tree synthesis</td><td>60 ps</td></tr>
<tr><td>Count of instances resized after the clock tree is built</td><td>0</td></tr>
<tr><td>Clock tree from TritonCTS</td><td>done</td></tr>
<tr><td>Skew-Pair Late Insertion Delay</td><td>250 ps</td></tr>
<tr><th colspan="2">Global routing</th></tr>
<tr><td>All-Layer GR Usage</td><td>5.40%</td></tr>
<tr><td>Pin count of the biggest net entering global routing</td><td>20</td></tr>
<tr><td>Residual overflow from global routing</td><td>0</td></tr>
<tr><td>First-pass GRT wire length</td><td>3340 um</td></tr>
<tr><td>Initial antenna violation count</td><td>0</td></tr>
<tr><td>Via count of the first global-routing pass</td><td>725</td></tr>
<tr><th colspan="2">Timing</th></tr>
<tr><td>Setup violation total in the final timing report</td><td>0</td></tr>
<tr><td>Final tally of max-slew violations</td><td>0</td></tr>
<tr><td>Final tally of hold violations</td><td>0</td></tr>
<tr><td>Max Clock Freq</td><td>365 MHz</td></tr>
<tr><td>Relative slew slack</td><td>79.2%</td></tr>
<tr><td>Worst path setup slack after routing</td><td>359 ps</td></tr>
<tr><td>Unrepaired setup endpoints after global routing</td><td>no</td></tr>
<tr><td>Summed negative setup slack over all endpoints</td><td>0 ps</td></tr>
<tr><td>Final critical path time including I/O delays and setup</td><td>2740 ps</td></tr>
<tr><td>Final clock period utilization by the worst path</td><td>88.4%</td></tr>
<tr><td>Actual transition at the worst max-transition pin</td><td>304 ps</td></tr>
<tr><td>Post-route clock skew</td><td>1.12 ps</td></tr>
<tr><th colspan="2">Detailed routing</th></tr>
<tr><td>Final ANT Viol Nets</td><td>0</td></tr>
<tr><td>Vias</td><td>756</td></tr>
<tr><td>Ant diodes</td><td>0</td></tr>
<tr><td>Number of search-and-repair iterations in the first detailed-routing pass</td><td>4</td></tr>
<tr><td>Number of vias per cell</td><td>4.70</td></tr>
<tr><td>Final wirelength</td><td>1900 um</td></tr>
<tr><td>Detailed router's first-iteration violation count</td><td>38</td></tr>
<tr><td>DRC viols</td><td>0</td></tr>
<tr><td>Detailed-route wire length per cell</td><td>11.8 um</td></tr>
<tr><th colspan="2">Job</th></tr>
<tr><td>Number of warning messages in the logs</td><td>26</td></tr>
<tr><td>Max cap viols</td><td>0</td></tr>
<tr><th colspan="2">Hold path</th></tr>
<tr><td>Kind of path behind the tightest hold check</td><td>reg -&gt; reg</td></tr>
<tr><td>Hold depth</td><td>2</td></tr>
<tr><td>Hold worst-path end</td><td>state[1]$_DFF_P_</td></tr>
<tr><td>Start point of the worst min-delay path</td><td>k_s2$_SDFF_PN0_</td></tr>
<tr><th colspan="2">Synth</th></tr>
<tr><td>Cell count after synthesis</td><td>97</td></tr>
<tr><td>Mean cell area of the mapped netlist</td><td>8.49 um2</td></tr>
<tr><td>Share of the yosys chip area belonging to registers</td><td>40.1%</td></tr>
<tr><td>Share of synthesized registers carrying an async set or reset</td><td>0%</td></tr>
<tr><td>Cell types with the highest counts after synthesis</td><td>dfxtp_1 (15), nand2_1 (10), and3_1 (7)</td></tr>
<tr><td>Synthesized cell area</td><td>823 um2</td></tr>
<tr><td>Synth area leader</td><td>dfxtp_1</td></tr>
<tr><td>Yosys synthesis chip area</td><td>823 um2</td></tr>
<tr><td>Max-area cell share</td><td>36.5%</td></tr>
<tr><td>Number of warning messages in the yosys log</td><td>2</td></tr>
<tr><td>Count of instantiated cells in the yosys netlist</td><td>97</td></tr>
<tr><td>Most popular library cell in the synthesized design by count</td><td>dfxtp_1</td></tr>
<tr><td>Yosys reg bits</td><td>16</td></tr>
<tr><td>Dominant synthesized flop cell</td><td>dfxtp_1</td></tr>
<tr><td>Cell types occupying the most area after synthesis</td><td>dfxtp_1 (36%), and3_1 (5.3%), nand2_1 (4.6%)</td></tr>
<tr><td>Distinct cell type count after synthesis</td><td>40</td></tr>
<tr><td>Post-synth EDFFs</td><td>1</td></tr>
<tr><th colspan="2">Critical path</th></tr>
<tr><td>Classification of the worst setup path</td><td>in -&gt; reg</td></tr>
<tr><td>FF-to-FF Start</td><td>count[0]$_DFF_P_</td></tr>
<tr><td>Logic depth of the worst register-to-register path</td><td>8</td></tr>
<tr><td>Critical Path End Type</td><td>register</td></tr>
<tr><td>Startpoint type of the worst setup path</td><td>input port</td></tr>
<tr><td>Worst path arrival time</td><td>2930 ps</td></tr>
<tr><td>Crit Path Max Fanout</td><td>5</td></tr>
<tr><td>Worst reg2reg path endpoint</td><td>count[3]$_DFF_P_</td></tr>
<tr><td>Flop-to-flop setup slack</td><td>790 ps</td></tr>
<tr><td>Required @ worst endpoint</td><td>3290 ps</td></tr>
<tr><th colspan="2">Placement</th></tr>
<tr><td>Placer Congestion</td><td>0.929</td></tr>
<tr><td>Number of cells after detailed placement</td><td>157</td></tr>
<tr><td>HPWL after detailed placement</td><td>1400 um</td></tr>
<tr><td>Placed standard-cell area</td><td>1010 um2</td></tr>
<tr><td>Setup Slack @ Placement</td><td>104 ps</td></tr>
<tr><td>Number of input and output port buffers inserted</td><td>13</td></tr>
<tr><th colspan="2">Run status</th></tr>
<tr><td>Outcome</td><td>completed</td></tr>
</table>
==> routing by layer <==
layer	wire length, um	track usage, %
met5	0	0
met4	19	0.615
met3	180	2.56
met2	845	7.89
met1	857	7.24
==> power by group through the flow <==
| stage | Clock (mW) | Sequential (mW) | Combinational, mW |
|---|---|---|---|
| global route | 0.203 | 0.217 | 0.0241 |
| CTS | 0.188 | 0.216 | 0.0210 |
| finish | 0.183 | 0.216 | 0.0209 |
==> final cells by class <==
class                   instances  area share, %
repair buffers                 16           14.3
clock buffers                   4           5.17
inverters                       5           1.76
well taps                      48           5.64
multi-input cells              72           42.1
flip-flops and latches         16           31.0
==> cell usage in the layout (no fill, tap or decap), drive strengths merged, types with 2 or more instances in the layout <==
cell type	n
clkdlybuf4s50	13
nor3	4
and2	4
dfxtp	15
nand2	10
nor2	4
a21oi	5
inv	5
ha	2
or3	3
o21ai	6
clkbuf	4
buf	3
and3	7
xor2	2
nand3	4
==> how the worst max path moves through the flow <==
stage / start / to / slack [ps] / cells after the start
finish: rst / count[3]$_DFF_P_ / 360 / 9
global route: rst / count[1]$_DFF_P_ / 260 / 9
CTS: rst / count[3]$_DFF_P_ / 350 / 9
==> state kept, by name, summed over array words and instances (netlist names) <==
name	flops
k_s1	1
led	1
k_s2	1
state	3
count	10
==> per-stage QoR <==
stage               hold WS (ps)  util, %
global placement             462     27.0
finish                       476     28.4
floorplan                    438        -
CTS                          478     28.4
detailed placement           467     27.0
global route                 508     28.4
==> critical path: stages <==
cell and delay, ps:
clkdlybuf4s50_1 440, and2_1 190, ha_1 290, or2b_1 240, a2111oi_0 310, or4_1 180
o211ai_2 130, or3_1 410, a21oi_2 110
==> kinds of logic (layout without fill, tap and decap cells) <==
group,Yosys count,in the layout,synth area share [%]
adder cells (fa/ha/maj),2,2,3.04
XOR/XNOR,3,3,3.19
AND-OR/OR-AND,24,24,20.5
buffers and inverters,9,25,5.47
flip-flops,16,16,40.1
AND/OR/NAND/NOR,43,43,27.7
Power figures rest on the tool's default switching activity, not on a simulated workload.
